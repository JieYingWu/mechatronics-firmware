==> design.v <==
module CtrlDac(
    input wire sysclk,              
    input wire reset,               
    output wire sclk,               
    output wire mosi,               
    output wire csel,               
    input wire reg_wen,             
    input wire blk_wen,             
    input wire[15:0] reg_raddr,     
    input wire[15:0] reg_waddr,     
    output wire[31:0] reg_rdata,    
    input wire[31:0] reg_wdata,     
    output wire[15:0] dac1,         
    output wire[15:0] dac2,         
    output wire[15:0] dac3,         
    output wire[15:0] dac4          
);
    reg trig;                       
    wire busy;                      
    wire flush;                     
    wire[3:0] addr;                 
    wire[3:0] addr_dac;             
    wire[31:0] data;                
    wire[31:0] data_nop;            
    wire[31:0] data_wru;            
    wire[31:0] dac_word;            
    reg[31:0] mem_data[0:15];       
    reg[31:0] mem_copy[0:15];       
    initial begin                   
        mem_data[0] = 32'h00f08000;
        mem_data[1] = 32'h00f08000;
        mem_data[2] = 32'h00f08000;
        mem_data[3] = 32'h00f08000;
        mem_data[4] = 32'h00f08000;
    end
LTC2601x4 dac(
    .clkin(sysclk),
    .reset(reset),
    .trig(trig),
    .word(dac_word),
    .addr(addr_dac),
    .sclk(sclk),
    .csel(csel),
    .mosi(mosi),
    .busy(busy),
    .flush(flush)
);
assign addr = (busy ? addr_dac : reg_waddr[7:4]-1'b1);
assign data = (busy ? data_nop : data_wru);
assign data_nop = { 8'h00, 4'hF, 4'h0, 16'h8000 };
assign data_wru = { 8'h00, 4'h3, 4'h0, reg_wdata[15:0] };
assign dac_word = mem_data[addr_dac];
always @(posedge(sysclk))
begin
    if ((reg_wen && reg_waddr[15:12]==4'h0 && reg_waddr[3:0]==4'd1 && ~busy) || flush)
        mem_data[addr] <= data;
end
assign reg_rdata = mem_copy[reg_raddr[7:4]-1'b1];
always @(posedge(sysclk))
begin
    if (reg_wen && reg_waddr[15:12]==4'h0 && reg_waddr[3:0]==4'd1 && ~busy)
        mem_copy[addr] <= data;
end
always @(posedge(sysclk) or negedge(reset))
begin
    if (reset == 0)
        trig <= 1'b0;
    else
        trig <= (blk_wen & (reg_waddr[15:12]==4'h0) & (reg_waddr[3:0]==4'd1));
end
assign dac1 = mem_copy[0][15:0];
assign dac2 = mem_copy[1][15:0];
assign dac3 = mem_copy[2][15:0];
assign dac4 = mem_copy[3][15:0];
endmodule
module LTC2601x4(
    input wire clkin,          
    input wire reset,          
    input wire trig,           
    input wire[31:0] word,     
    output wire[3:0] addr,     
    output wire sclk,          
    output reg csel,           
    output wire mosi,          
    output wire busy,          
    output wire flush          
);
    reg[8:0] seqn;             
    reg[31:0] data;            
    wire word_edge;            
    reg state;
    parameter
        ST_IDLE=0,
        ST_LOOP=1;
assign sclk = seqn[0];
assign mosi = data[31];
assign busy = ~csel;
assign addr = seqn[7:6] + word_edge;
assign flush = ((seqn[5:1]==5'b01111) ? 1'b1 : 1'b0);
assign word_edge = ((seqn[5:1]==5'b11111) ? 1'b1 : 1'b0);
always @(posedge(clkin) or negedge(reset))
begin
    if (reset == 0) begin
        seqn <= 0;
        csel <= 1'b1;
        data <= 0;
        state <= ST_IDLE;
    end
    else begin
        case (state)
        ST_IDLE: begin
            seqn <= 9'h100;               
            if (trig) begin                   
                csel <= 1'b0;                 
                data <= word;                 
                state <= ST_LOOP;             
            end
            else begin                        
                csel <= 1'b1;
                data <= 0;
                state <= ST_IDLE;
            end
        end
        ST_LOOP: begin
            seqn <= seqn + 1'b1;              
            if (sclk == 1'b1) begin           
                data <= (word_edge ? word : (data<<1));
            end
            if (seqn == 9'h1ff) begin     
                csel <= trig;                 
                data <= 0;                    
                state <= ST_IDLE;             
            end
        end
        default: begin
            state <= ST_IDLE;
        end
        endcase
    end
end
endmodule
==> run.sh <==
#!/bin/bash
# OpenROAD 26Q1-2900-gdf79404cd8, Yosys 0.63+post, stock flow scripts
make -C /OpenROAD-flow-scripts/flow DESIGN_CONFIG=/design/flow/config.mk WORK_HOME=/design/flow/orfs finish
==> config.mk <==
export PLATFORM = sky130hd
export DESIGN_NAME = CtrlDac
export DESIGN_NICKNAME = CtrlDac
export VERILOG_FILES = /design/flow/design.v
export SDC_FILE = /design/flow/constraint.sdc
export NUM_CORES = 4
export LEC_CHECK = 1
export CORE_UTILIZATION = 30
==> constraint.sdc <==
current_design CtrlDac

set clk_period 9.3
set clk_io_pct 0.2

create_clock -name clk0 -period $clk_period [get_ports {sysclk}]

set non_clock_inputs [all_inputs -no_clocks]
set_input_delay [expr $clk_period * $clk_io_pct] -clock clk0 $non_clock_inputs
set_output_delay [expr $clk_period * $clk_io_pct] -clock clk0 [all_outputs]
==> impl_metrics.yaml <==
# implementation run metrics
run_status:
  outcome: "finished, final reports clean"
detailed_routing:
  via_per_inst: 5.21
  wire_per_inst_um: 21.9
  first_pass_iters: 5
  drc_errors: 0
  wl_met3_um: 6100
  wl_met1_um: 18400
  drt_iter0_markers: 799
  vias: 11500
  diodes: 0
  wl_met2_um: 22900
  postRouteAntennaNets: 0
  totalWireLength_um: 48300
  highest_layer: "met5"
sta:
  drv_slew: 0
  tns_ns: 0
  skew_ns: 0.0276
  setup_viol: 0
  relSlewSlack_pct: 34.8
  worst_pin_slew_ns: 0.976
  rsz0062_at_grt: "no"
  max_freq_mhz: 145
  min_period_over_period_pct: 74.3
  hold_violations: 0
  period_minus_slack_ns: 6.91
clocking:
  post_cts_resized: 0
  clk_pin_slew_worst_paths_ns: 0.05
  clockBufferDepth: 3
  tritoncts: "built"
  post_cts_buffers: 0
  clock_latency_ns: 0.59
  htree_num_levels: 2
  cts_hold_buf: 0
  cts_root_buf: "clkbuf_16"
  numCtsBuffers: 47
  numClockSinks: 452
logic_synthesis:
  ys_cells: 1244
  syn_area_per_cell_um2: 15.9
  flop_cell: "edfxtp_1"
  synth_cell_types: 71
  async_flop_share_pct: 9.73
  synth.cell_area_mm2: 0.0198
  yosysSeqAreaShare_pct: 67.5
  ys.flops: 452
  yosysWarnings: 2
  synth-edff-count: 408
  syn_inst: 1244
  synth_chip_area_mm2: 0.0198
cells_and_area:
  layout.cells.most_common_list: "edfxtp_1 (408), clkdlybuf4s50_1 (118), mux4_2 (86)"
  syn_to_final_growth_pct: 16.8
  lay_top_count: "edfxtp_1"
  layout-drive-gt1-share_pct: 18.2
  nFillCells: 5947
job:
  drv_cap: 0
  warnings: 57
critical_path:
  cp-start-kind: "input pin"
  worstPathArrival_ns: 5.05
  worstSetupEndpointType: "primary output"
  cp_max_fo: 45
  cp.required_ns: 7.44
  critPathKind: "in2out"
grt:
  grt_max_degree: 68
  grtUsageTotal_pct: 15.4
  grt_pass1_vias: 12000
  grt_antenna_before_repair: 1
  grt_pass1_wl_um: 73300
  overflow: 0
die:
  dieArea_mm2: 0.0670
  rows: 93
  initial_utilization_pct: 30.5
  die_w_um: 259
  core-area_mm2: 0.0648
  die_height_um: 259
  io_pins: 167
placement:
  place.port_buffers: 120
  dp_hpwl_um: 28600
  place.gp.congestion: 0.878
power_and_ir_drop:
  power_density_mw_per_mm2: 186
  ir_drop_v: 0.000144
  p_leak_nw: 7.51
  p_total_w: 0.00430
worst_hold_path:
  hp-class: "reg2reg"
[layer usage]
metal  global-route usage [%]  vias up
li1                         -     5037
met1                     20.0     5731
met5                    0.214        -
met2                     23.6      637
met3                     8.53       74
met4                     2.81        2
[cells by family after synthesis]
| logic type | after synthesis | share of synthesized area, % |
|---|---|---|
| buffers and inverters | 178 | 5.29 |
| muxes | 90 | 10.1 |
| xor gates and xnor gates | 9 | 0.399 |
| other | 2 | 0.0380 |
| AOI/OAI and AO/OA | 247 | 8.96 |
| DFF | 452 | 67.5 |
| and+or+nand+nor | 261 | 7.41 |
| adders and majority gates | 5 | 0.316 |
[path summary, 6_finish.rpt]
path | startpoint | to | slack, ns | cells after the start
min in group asynchronous | reset | dac.seqn[2]$_DFF_PN0_ | 1.38 | 2
worst max-delay path | reg_raddr[5] | reg_rdata[6] | 2.39 | 7
worst max register to register | dac.seqn[2]$_DFF_PN0_ | mem_copy[2][10]$_DFFE_PP_ | 4.95 | 11
worst min register to register | dac.data[22]$_DFFE_PN0P_ | dac.data[22]$_DFFE_PN0P_ | 0.49 | 2
worst min-delay path | dac.data[22]$_DFFE_PN0P_ | dac.data[22]$_DFFE_PN0P_ | 0.49 | 2
max in group asynchronous | reset | dac.seqn[6]$_DFF_PN0_ | 7.47 | 2
[synthesized netlist by cell type, drive strengths merged, types with 3 or more instances]
master	instances	area, um2
edfxtp	408	12300
buf	119	825
mux4	87	1960
nand2	57	216
o21ai	57	289
clkbuf	46	173
dfrtp	43	1080
nor2	42	165
nand4	41	272
a22o	31	272
a31oi	26	163
a21oi	25	129
and2	24	150
nand2b	21	131
and3	19	119
nor2b	17	106
a2111oi	16	154
and4	16	143
o2bb2ai	14	123
inv	13	48.8
a21boi	11	82.6
a21o	10	75.1
o211ai	10	75.1
a221oi	9	78.8
a22oi	8	60.1
a32oi	8	70.1
xnor2	8	70.1
nand3	7	40.0
a211oi	5	42.5
ha	5	62.6
nor3	5	30.0
o2111ai	4	35.0
o221a	4	45.0
nor3b	3	22.5
nor4	3	25.0
[final cells by class]
class | instances | area (um2) | area share, %
multi-input combinational | 626 | 5500 | 23.8
clock buffer | 62 | 1280 | 5.56
sequential | 452 | 13400 | 57.8
inverter | 13 | 48.8 | 0.211
tap | 855 | 1070 | 4.63
clock inverter | 22 | 240 | 1.04
timing repair buffer | 175 | 1610 | 6.95
[flip-flops by register name, indices dropped and copies added, names as in the netlist]
register,cells
mem_copy,272
mem_data,136
dac.data,32
dac.seqn,9
dac.csel,1
dac.state,1
trig,1
[report_power, final]
group / total (W) / leakage, nW / internal, W / switching, W
clock: 0.00186 / 0.738 / 0.00109 / 0.000769
sequential: 0.00222 / 4.33 / 0.00222 / 0.00000480
combinational: 0.000220 / 2.44 / 0.000107 / 0.000113
[stage by stage]
stage / setup slack [ns] / hold WS (ns) / area [um2] / cells / util, %
after floorplan: 3.19 / 0.444 / 19800 / 1256 / -
after global placement: 2.31 / 0.460 / 21600 / 2121 / 33.3
after detailed placement: 2.34 / 0.466 / 21600 / 2121 / 33.3
after CTS: 2.33 / 0.480 / 23100 / 2205 / 35.6
after global routing: 2.26 / 0.510 / 23100 / 2205 / 35.6
final: 2.39 / 0.486 / 23100 / 2205 / 35.6
[critical path, stage by stage]
cell             delay (ns)
clkdlybuf4s50_1        0.49
inv_1                  0.07
ha_4                   0.73
buf_4                  0.47
mux4_2                 0.39
mux4_1                 0.57
clkdlybuf4s50_1        0.44
Power is estimated from default activity; no workload was simulated.
